[run.sh]
#!/bin/bash
# OpenROAD 26Q1-2900-gdf79404cd8, Yosys 0.63+post, stock flow scripts
make -C /OpenROAD-flow-scripts/flow DESIGN_CONFIG=/design/flow/config.mk WORK_HOME=/design/flow/orfs finish
[config.mk]
export PLATFORM = sky130hd
export DESIGN_NAME = AXIS_ip
export DESIGN_NICKNAME = AXIS_ip
export VERILOG_FILES = /design/flow/design.v
export SDC_FILE = /design/flow/constraint.sdc
export NUM_CORES = 4
export LEC_CHECK = 1
export CORE_UTILIZATION = 50
[constraint.sdc]
current_design AXIS_ip

set clk_period 5.3
set clk_io_pct 0.2

create_clock -name clk0 -period $clk_period [get_ports {AXIS_ACLK}]

set non_clock_inputs [all_inputs -no_clocks]
set_input_delay [expr $clk_period * $clk_io_pct] -clock clk0 $non_clock_inputs
set_output_delay [expr $clk_period * $clk_io_pct] -clock clk0 [all_outputs]
[design.v]
  module AXIS_ip #
  (
	   parameter integer AXIS_TDATA_WIDTH	= 32      
   )
    (
       input  wire        AXIS_ACLK,
       input  wire        AXIS_ARESETN,
       output wire        S_AXIS_TREADY,
       input  wire [AXIS_TDATA_WIDTH-1:0] S_AXIS_TDATA,
       input  wire        S_AXIS_TLAST,
       input  wire        S_AXIS_TVALID,
       output wire        M_AXIS_TVALID,
       output wire [AXIS_TDATA_WIDTH-1:0] M_AXIS_TDATA,
       output wire        M_AXIS_TLAST,
       input  wire        M_AXIS_TREADY,
       output wire [(AXIS_TDATA_WIDTH/8)-1:0]  M_AXIS_TKEEP
     );
   localparam NUMBER_OF_INPUT_WORDS  = 8;
   localparam NUMBER_OF_OUTPUT_WORDS = 4;
   localparam IDLE  = 3'b001;
   localparam WRITE_TO_FIFO = 3'b010;
   localparam READ_FROM_FIFO  = 3'b100;
   reg [3:0] state;
   reg flag;
   reg [AXIS_TDATA_WIDTH-1:0] mem [NUMBER_OF_INPUT_WORDS-1:0];
   reg [NUMBER_OF_INPUT_WORDS-1:0] temp;
   wire tx_en;
   wire rx_en;
   reg rx_en_delay;
   wire rx_en_final;
   reg rx_done;
   reg tx_done;  
	function integer clogb2 (input integer bit_depth);                                   
	  begin                                                                              
	    for(clogb2=0; bit_depth>0; clogb2=clogb2+1)                                      
	      bit_depth = bit_depth >> 1;                                                    
	  end                                                                                
	endfunction                  
   localparam bit_num_wr  = clogb2(NUMBER_OF_OUTPUT_WORDS);
   localparam bit_num_rd  = clogb2(NUMBER_OF_INPUT_WORDS);
   reg [bit_num_rd - 1:0] write_pointer;
   reg [bit_num_wr - 1:0] read_pointer;
   reg [bit_num_wr - 1:0] store_pointer;
   assign M_AXIS_TKEEP	= {(AXIS_TDATA_WIDTH/8){1'b1}};   
   assign M_AXIS_TLAST = (read_pointer == NUMBER_OF_OUTPUT_WORDS-1);
   assign M_AXIS_TVALID= ((state == READ_FROM_FIFO)&&(read_pointer < NUMBER_OF_OUTPUT_WORDS));
   assign S_AXIS_TREADY = ((state == WRITE_TO_FIFO) &&(write_pointer < NUMBER_OF_INPUT_WORDS)); 
   assign tx_en = M_AXIS_TVALID && M_AXIS_TREADY;   
   assign rx_en = S_AXIS_TVALID && S_AXIS_TREADY;
   assign rx_en_final = rx_en_delay || rx_en;
   always @(posedge AXIS_ACLK) 
   begin  
      if (!AXIS_ARESETN)              
        begin           
           state <= IDLE;          
        end
      else
        case (state)
        IDLE: 
          begin
            if (S_AXIS_TVALID == 1)
               begin
               state <= WRITE_TO_FIFO;
               end
			else
	            begin
	              state <= IDLE;
	            end
           end
          WRITE_TO_FIFO: 
            begin
            if (rx_done==1) 
                begin             
                state  <= READ_FROM_FIFO;             
                end
            else   
                begin			
			     state <= WRITE_TO_FIFO;  
                end				 
            end
          READ_FROM_FIFO: 
          begin         
		   if (tx_done)                                                      
	          begin                                                           
	            state <= IDLE;                                       
	          end                                                             
	        else                                                              
	          begin                                                           
	            state <= READ_FROM_FIFO;                                
	          end                                  
          end
        endcase
   end
  always@(posedge AXIS_ACLK)                                               
	begin                                                                            
	  if(!AXIS_ARESETN)                                                            
	    begin                                                                        
	      read_pointer <= 0;                                                         
	      tx_done <= 1'b0;                                                           
	    end                                                                          
	  else                                                                           
	    if (read_pointer <= NUMBER_OF_OUTPUT_WORDS-1)                                
	      begin                                                                      
	        if (tx_en)                                                               	                                            
	          begin                                                        
	            read_pointer <= read_pointer + 1;                                   
	            tx_done <= 1'b0;                                                     
	          end                                                                    
	         if (read_pointer == NUMBER_OF_OUTPUT_WORDS-1)                             
	          begin                                                                      	                                                               
	          tx_done <= 1'b1;                                                         
	          end   
           end 		  
	end                                        
  always@(posedge AXIS_ACLK)
	begin
	  if(!AXIS_ARESETN)
	    begin
	      write_pointer <= 0;
	      rx_done <= 1'b0;
	    end  
	  else
	    if (write_pointer <= NUMBER_OF_INPUT_WORDS-1)
	      begin
	        if (rx_en)
	          begin	                                                                             
	            write_pointer <= write_pointer + 1;
	            rx_done <= 1'b0;
	          end
	           if ((write_pointer == NUMBER_OF_INPUT_WORDS-1)|| S_AXIS_TLAST)
	            begin	              
	              rx_done <= 1'b1;
	            end
	      end  
	end
   assign M_AXIS_TDATA= tx_en?mem[read_pointer]:32'd0;   
  always@(posedge AXIS_ACLK)
  begin
    if(!AXIS_ARESETN)
	    begin
	      store_pointer <= -1;
	      temp <= 0;
	    end
    else
      if(rx_en_final == 1)
        if(flag == 1)
          begin
            temp <= temp + S_AXIS_TDATA;
          end
        else
          begin
            temp <= S_AXIS_TDATA;
            mem[store_pointer] <= temp;
            store_pointer <= store_pointer + 1;
          end
  end
  always@(posedge AXIS_ACLK)
  begin
	  if(state == IDLE)
	      flag <= 0;
	  else
	      if(rx_en)
	      flag <= ~flag;  
	end
	always@(posedge AXIS_ACLK)
  begin
    rx_en_delay <= rx_en;
  end
endmodule
==> flow_metrics.py <==
# Physical implementation metrics
metrics = {
    "run_status": {
        "status": "finished, final reports clean",
    },
    "final_layout": {
        "area_delta_synth_final_pct": 10.9,
        "fin_cells": 446,
        "flop_area_sq_um": 2480,
        "drive_above_1_share": 0.144,
        "n_fill_cell": 689,
        "mi_logic_area_sq_um": 1500,
        "fin_area_sq_um": 4640,
    },
    "synth": {
        "ys_seq_frac": 0.593,
        "top_area_cell": "edfxtp_1",
        "ys_top_cells_by_area": "edfxtp_1 46%, dfxtp_1 13%, mux4_2 8.6%",
        "ff_type": "edfxtp_1",
        "ys_warn_count": 1,
        "ys_types": 45,
        "ys.flops": 92,
        "avgSynthCellArea_sq_um": 13.7,
        "top_cell_area_share": 0.459,
        "yosysMostFrequentCell": "edfxtp_1",
        "syn_area_sq_um": 4190,
        "ys_async_sr_fraction": 0,
        "synthTopCellsByCount": "64 x edfxtp_1, 28 x buf_4, 28 x dfxtp_1",
        "ys_chip_area_sq_um": 4190,
        "edf_count": 64,
        "yosysCellCount": 305,
        "syn_inst": 305,
    },
    "clock_tree": {
        "path_clk_slew_ns": 0.09,
        "cts_buffers": 9,
        "cts_buffer_depth": 2,
        "htreeDepth": 3,
        "ctsHoldBuffers": 0,
        "cts.sinks": 92,
        "post_cts_buffers": 0,
        "cts-root-buf": "clkbuf_8",
        "cts_resized": 0,
        "clk_latency_ns": 0.36,
        "cts_tree": "done",
    },
    "floorplanning": {
        "rows": 33,
        "io-pin-count": 76,
        "die_h_microns": 93.5,
        "fp_util": 0.512,
        "fp.dieW_microns": 93.5,
        "design.die.area_sq_um": 8740,
        "core-area_sq_um": 8180,
    },
    "setup_path": {
        "cp-start-kind": "primary input",
        "crit_path_max_fanout": 8,
        "slowest_delay_ns": 0.48,
        "cp_data_required_time_ns": 4.24,
        "path_buffers": 2,
        "critPathTopFamily": "buffers and inverters",
        "path_cells": "clkdlybuf4s50_1 -> nand2_1 -> nor2_1 -> clkdlybuf4s50_1",
        "critPathMostFrequentCell": "clkdlybuf4s50_1",
        "arrival_ns": 2.48,
        "cp_slowest_cell": "clkdlybuf4s50_1",
        "crit_type": "primary input to primary output",
        "end_kind": "primary output",
    },
    "sta": {
        "max_clock_freq_ghz": 0.283,
        "relSlewSlack": 0.463,
        "tns_ns": 0,
        "fin_crit_ns": 3.54,
        "rsz0062_at_grt": "false",
        "hold_viol": 0,
        "final.period_utilization": 0.667,
        "worst_slew_pin_slew_ns": 0.804,
        "fin_worst_skew_ns": 0.0128,
        "slew_violations": 0,
        "setup_viol": 0,
    },
    "placement": {
        "gp_congestion": 0.758,
        "dp_hpwl_microns": 4430,
        "dp_cells": 430,
        "io_buffer_count": 23,
        "placed_cell_area_sq_um": 4450,
    },
    "flow_run": {
        "max_cap_violations": 0,
        "tool_warnings": 49,
    },
    "drt": {
        "n_antenna_cell": 0,
        "drc": 0,
        "wirelength_microns": 6730,
        "wl_per_cell_microns": 15.1,
        "num_vias": 2298,
        "drtAntennaViolNets": 0,
        "first_pass_iters": 4,
        "drt-initial-drc-count": 54,
        "via_per_inst": 5.15,
    },
    "grt": {
        "grt_max_degree": 31,
        "first_global_vias": 2186,
        "gr-total-overflow": 0,
        "track_usage": 0.177,
        "grt_pass1_wl_microns": 10600,
        "antenna_found_initial": 0,
    },
    "power_and_ir_drop": {
        "p_leak_nw": 1.65,
        "p_per_area_nw_per_um2": 292,
        "power.total_mw": 1.36,
        "irDropWorstVdd_mv": 0.207,
    },
    "hold_path": {
        "hold_class": "register to register",
    },
}
## cell usage in the layout, fill, tap and decap left out, drive strengths merged, types with 9 or more instances in the layout
cell / count
edfxtp: 64
dfxtp: 28
conb: 28
nor2: 23
clkdlybuf4s50: 23
nand2: 19
mux4: 16
mux2i: 16
ha: 11
a21oi: 11
buf: 10
inv: 10
clkbuf: 9
## through the flow
step | setup WS (ns) | hold WS (ns) | util
after floorplan | 2.78 | 0.413 | -
after global placement | 1.74 | 0.439 | 0.544
after detailed placement | 1.73 | 0.434 | 0.544
after CTS | 1.73 | 0.454 | 0.568
after global routing | 1.65 | 0.473 | 0.568
final | 1.76 | 0.453 | 0.568
## flip-flops by register name, indices dropped and copies added (netlist names), named ones only
| signal | cells |
|---|---|
| temp | 8 |
| tx_done | 1 |
| flag | 1 |
| rx_done | 1 |
| read_pointer | 3 |
| mem | 64 |
| write_pointer | 4 |
| state | 3 |
| store_pointer | 3 |
| rx_en_delay | 1 |
## worst reg2reg max path, delay by kind of cell, from the launching register on
family                   cells  cell delay [ns]
AND-OR/OR-AND                2             0.28
buffers and inverters        1             0.07
adder cells (fa/ha/maj)      2             0.70
flip-flops                   1             0.54
AND/OR/NAND/NOR              3             0.55
## path summary, 6_finish.rpt
path | endpoint | startpoint | slack (ns) | depth (start not counted)
worst min-delay path | flag$_SDFFE_PP0P_ | state[0]$_DFF_P_ | 0.45 | 1
worst max register to register | temp[6]$_SDFFE_PN0N_ | temp[0]$_SDFFE_PN0N_ | 3.09 | 8
worst max-delay path | M_AXIS_TDATA[1] | M_AXIS_TREADY | 1.76 | 4
worst min register to register | flag$_SDFFE_PP0P_ | state[0]$_DFF_P_ | 0.45 | 1
## per-layer routing
layer	track usage	vias up	routed length (microns)
met5	0	-	0
met4	0.0128	0	53
met3	0.0968	4	676
met2	0.276	95	3200
met1	0.246	1071	2800
li1	-	1128	-
## power by group
part	internal, mW	total, mW	switching [mW]
clock	0.182	0.440	0.258
combinational	0.0526	0.104	0.0512
sequential	0.790	0.814	0.0239
total	1.02	1.36	0.333
## kinds of logic (layout without fill, tap and decap cells)
group / Yosys count / after routing / share of synthesized area
AND/OR/NAND/NOR: 72 / 72 / 0.0867
other: 2 / 28 / 0.00179
multiplexers: 32 / 32 / 0.124
adder cells (fa/ha/maj): 12 / 12 / 0.0377
buffers and inverters: 46 / 56 / 0.0711
XOR/XNOR: 9 / 9 / 0.0188
AND-OR/OR-AND: 40 / 40 / 0.0666
flip-flops: 92 / 92 / 0.593
## final cells by class
cell class,count,share of cell area
clock buffers,9,0.0267
multi-input cells,193,0.324
inverters,7,0.00566
well taps,105,0.0283
flip-flops and latches,92,0.535
clock inverters,7,0.0151
repair buffers,33,0.0658
Power figures rest on the tool's default switching activity, not on a simulated workload.
