[design/flow/run.sh]
#!/bin/bash
# OpenROAD 26Q1-2900-gdf79404cd8, Yosys 0.63+post, stock flow scripts
make -C /OpenROAD-flow-scripts/flow DESIGN_CONFIG=/design/flow/config.mk WORK_HOME=/design/flow/orfs finish
[design/flow/config.mk]
export PLATFORM = sky130hd
export DESIGN_NAME = AXISlave
export DESIGN_NICKNAME = AXISlave
export VERILOG_FILES = /design/flow/design.v
export SDC_FILE = /design/flow/constraint.sdc
export NUM_CORES = 4
export LEC_CHECK = 1
export CORE_UTILIZATION = 30
export SYNTH_HDL_FRONTEND = slang
[design/flow/constraint.sdc]
current_design AXISlave

set clk_period 48.0
set clk_io_pct 0.2

create_clock -name clk0 -period $clk_period [get_ports {ACLK}]

set non_clock_inputs [all_inputs -no_clocks]
set_input_delay [expr $clk_period * $clk_io_pct] -clock clk0 $non_clock_inputs
set_output_delay [expr $clk_period * $clk_io_pct] -clock clk0 [all_outputs]
[design/flow/design.v]
module AXISlave(
   ACLK,
   ARESETn,
   AWID,
   AWADDR,
   AWLEN,
   AWSIZE,
   AWBURST,
   AWLOCK,
   AWCACHE,
   AWPROT,
   AWUSER,
   AWVALID,
   AWREADY,
   WID,
   WLAST,
   WDATA,
   WSTRB,
   WUSER,
   WVALID,
   WREADY,
   BID,
   BRESP,
   BUSER,
   BVALID,
   BREADY,
   ARID,
   ARADDR,
   ARLEN,
   ARSIZE,
   ARBURST,
   ARLOCK,
   ARCACHE,
   ARPROT,
   ARUSER,
   ARVALID,
   ARREADY,
   RID,
   RLAST,
   RDATA,
   RRESP,
   RUSER,
   RVALID,
   RREADY,
   CACTIVE,
   CSYSREQ,
   CSYSACK
   );
parameter	ID_MAX = 3;
parameter	AWUSER_MAX = 31;
parameter	ARUSER_MAX = 31;
parameter	WUSER_MAX = 31;
parameter	RUSER_MAX = 31;
parameter	BUSER_MAX = 31;
parameter	DATA_MAX = 63;
parameter	STRB_MAX = 7;
input                ACLK;         
input                ARESETn;      
input     [ID_MAX:0] AWID;
input         [31:0] AWADDR;
input          [3:0] AWLEN;
input          [2:0] AWSIZE;
input          [1:0] AWBURST;
input          [3:0] AWCACHE;
input          [2:0] AWPROT;
input          [1:0] AWLOCK;
input [AWUSER_MAX:0] AWUSER;
input                AWVALID;
output                AWREADY;
input     [ID_MAX:0] WID;
input   [DATA_MAX:0] WDATA;
input   [STRB_MAX:0] WSTRB;
input  [WUSER_MAX:0] WUSER;
input                WLAST;
input                WVALID;
output                WREADY;
output     [ID_MAX:0] BID;
output          [1:0] BRESP;
output  [BUSER_MAX:0] BUSER;
output                BVALID;
input                BREADY;
input     [ID_MAX:0] ARID;
input         [31:0] ARADDR;
input          [3:0] ARLEN;
input          [2:0] ARSIZE;
input          [1:0] ARBURST;
input          [3:0] ARCACHE;
input          [2:0] ARPROT;
input          [1:0] ARLOCK;
input [ARUSER_MAX:0] ARUSER;
input                ARVALID;
output                ARREADY;
output     [ID_MAX:0] RID;
output   [DATA_MAX:0] RDATA;
output          [1:0] RRESP;
output  [RUSER_MAX:0] RUSER;
output                RLAST;
output                RVALID;
input                 RREADY;
input                CACTIVE;
input                CSYSREQ;
output                CSYSACK;
parameter  MEM_SIZE = 64-1;
reg	[63:0]	mem [0:MEM_SIZE];		 
integer i;
initial 
begin
  	mem[0] = 64'h0706_0504_0302_0100;
	for (i=1; i<MEM_SIZE; i=i+1) 
	 mem[i] = mem[i-1]+64'h0808_0808_0808_0808; 
end
reg [3:0]  state;
parameter	S_WAIT_REQ 	= 4'b0001; 
parameter	S_PRE_DATA  = 4'b1100;
parameter	S_SEND_DATA = 4'b0010;
parameter	S_RECV_DATA = 4'b0100;
parameter	S_SEND_ACK  = 4'b1000;
reg  [31:0]	org_addr;
wire [28:0]	addr;	 
reg  [3:0]	len;	  
assign addr = org_addr[31:3];
assign RDATA = mem[addr];
reg [63:0]  mask;
always @ (WSTRB)
begin
	if (WSTRB[0])   mask[7:0] = 8'hFF;
	else            mask[7:0] = 8'h00;
	if (WSTRB[1])   mask[15:8] = 8'hFF;
	else            mask[15:8] = 8'h00;
	if (WSTRB[2])   mask[23:16] = 8'hFF;
	else            mask[23:16] = 8'h00;
	if (WSTRB[3])   mask[31:24] = 8'hFF;
	else            mask[31:24] = 8'h00;
	if (WSTRB[4])   mask[39:32] = 8'hFF;
	else            mask[39:32] = 8'h00;
	if (WSTRB[5])   mask[47:40] = 8'hFF;
	else            mask[47:40] = 8'h00;
	if (WSTRB[6])   mask[55:48] = 8'hFF;
	else            mask[55:48] = 8'h00;
	if (WSTRB[7])   mask[63:56] = 8'hFF;
	else            mask[63:56] = 8'h00;
end
always @ (posedge ACLK)
begin
	if (WVALID && WREADY && state == S_RECV_DATA)
	begin	
		mem[addr] <= (mem[addr] & (~mask)) | (WDATA & mask);
	end
end 
assign BUSER = 0;
assign BRESP = 0;
assign BID = 4'b0001;
assign RRESP = 2'b00;
assign RID = 4'b0001;
assign RUSER = 0;
assign CSYSACK = 0;
reg ARREADY;
reg AWREADY;
reg RVALID;
reg WREADY;
reg BVALID;
reg RLAST;
always @ (posedge ACLK or negedge ARESETn)
if (!ARESETn)
begin
	state <= S_WAIT_REQ;
	ARREADY <= 1;
	AWREADY <= 1;
	RVALID <= 0;
	WREADY <= 0;
	BVALID <= 0;
	RLAST <= 0;
	len <= 0;
	org_addr <= 0;
end
else
begin
	case (state)
		S_WAIT_REQ:
		begin
			if (ARVALID)
			begin
				ARREADY <= 0;
				state <= S_PRE_DATA;
			end
			else if (AWVALID)
			begin
				state <= S_RECV_DATA;
				WREADY <= 1;
				AWREADY <= 0;
			end
			if (ARVALID)
			begin
				org_addr <= ((ARADDR[31:0] >> ARSIZE) << ARSIZE);
				len <= ARLEN;
			end
			else
			begin
				org_addr <= ((AWADDR[31:0] >> AWSIZE) << AWSIZE);
				len <= AWLEN;
			end
			if (ARVALID && ARLEN == 4'b0000)
			begin
				RLAST <= 1;
			end	
		end
		S_PRE_DATA:
		begin
			RVALID <= 1;
			state <= S_SEND_DATA;
		end
		S_SEND_DATA:
		begin
			if (RREADY)
			begin
				org_addr <= (org_addr + (1<<ARSIZE));
				len <= len - 1;
				if (len == 1)
				begin
					RLAST <= 1;
				end
				if (len == 0 || RLAST == 1)
				begin
					RLAST <= 0;
					RVALID <= 0;
					ARREADY <= 1;
					state <= S_WAIT_REQ;
				end
			end
		end
		S_RECV_DATA:
		begin
			if (WVALID)
			begin
				org_addr <= (org_addr + (1<<ARSIZE));
				len <= len - 1;
				if (WLAST)
				begin
					WREADY <= 0;
					BVALID <= 1;
					state <= S_SEND_ACK;
				end
			end
		end 
		S_SEND_ACK:
		begin
			if (BREADY)
			begin
				AWREADY <= 1;
				BVALID <= 0;
				state <= S_WAIT_REQ;
			end
		end
		default:
			state <= S_WAIT_REQ;
	endcase 
end
endmodule 
==> run notes <==
* **pin count of the biggest net entering global routing** 100
* **critical path endpoint category** primary output
* **number of port buffers** 181
* **vertical die dimension** 734.5 um
* **Vias per Instance** 5.402
* **Most Frequent Cell on Critical Path** sky130_fd_sc_hd__buf_4
* **top logic cells by instance count in the layout** sky130_fd_sc_hd__edfxtp_1, sky130_fd_sc_hd__mux2i_1, sky130_fd_sc_hd__buf_4
* **H-tree lvl count** 5
* **arrival time worst endpoint** 7.80 ns
* **GRT Total Usage** 21.09%
* **number of enable-type register cells in the synthesized netlist** 4096
* **FP Rows** 268
* **Area after DPL** 173000 um^2
* **fraction of layout instances using a drive strength above 1** 18.62%
* **number of nets with antenna violations after routing** 0
* **clock latency on the worst-skew pair** 1.03 ns
* **Worst Clk Skew** 0.04513 ns
* **Chip Width** 734.5 um
* **Mean Syn Cell Area** 18.52 um^2
* **area overhead of the layout relative to synthesis** 15.67%
* **leakage power** 59.49 nW
* **Crit path required time** 38.40 ns
* **vias in the first global route** 96393
* **post-synthesis cell count from yosys** 8694
* **Dominant flop cell** sky130_fd_sc_hd__edfxtp_1
* **startpoint of the worst setup timing path** org_addr[4]
* **Core ar.** 533500 um^2
* **worst setup path end** RDATA[20]
* **number of clock buffers inserted by TritonCTS** 403
* **critical register-to-register path startpoint** org_addr[4]
* **critical path's top delay family** buffers and inverters
* **clock-pin slew reported for the worst setup and hold paths after clock tree synthesis** 0.06 ns
* **gpl congestion** 0.8928
* **post-route fraction of the period consumed by the critical path** 36.24%
* **path type of the worst min-delay path** register to register
* **total overflow reported by the global router** 0
* **crit path buf inv count** 7
* **final design instance area without fill** 186200 um^2
* **critical path startpoint category** register
* **largest vdd supply drop** 45.33 uV
* **cell breakdown of the critical path** buf_4, buf_4, buf_4, buf_4, buf_4, buf_4, mux2i_1, o22ai_1, o21ai_0, nand3_1, a221oi_1, nand2_1, clkdlybuf4s50_1
* **Pre-Place Util** 30.18%
* **First-pass DRT Iterations** 6
* **root cell of the clock tree** sky130_fd_sc_hd__clkbuf_16
* **number of DRC markers in iteration 0** 6201
* **MaxCap Viol Count** 0
* **setup tns final** 0 ns
* **first-pass GRT wire length** 741400 um
* **power density of the placed cells** 64.52 nW/um^2
* **Routed Wire Length** 542600 um
* **hold buffer count at cts** 0
* **CP max stage delay** 0.84 ns
* **sequential fraction of the synthesis area** 76.78%
* **number of hold-slack violations in the final timing report** 0
* **die area** 539500 um^2
* **commonest non-fill, non-tap cell in the layout** sky130_fd_sc_hd__edfxtp_1
* **number of unique standard cell types used by synthesis** 86
* **I/O pin count** 437
* **# clock sinks** 4120
* **worst setup slack for register-to-register paths** 40.64 ns
* **end of the worst register-to-register path** mem[11][16]
* **worst slew margin relative to its limit** 23.81%
* **cell count after synthesis** 8694
* **clock period minus worst slack** 17.40 ns
* **routed length per instance** 32.57 um
* **post-cts sizing count** 0
* **WP depth** 13
* **setup repair after global routing missed its margin** false
* **final-report setup violation count** 0
* **mapped cell area** 161000 um^2
* **post-detailed-placement half-perimeter wirelength** 307900 um
* **Achievable Freq** 0.05748 GHz
* **run status** complete, no violations
* **CP Max Fanout** 41
* **count of warning messages emitted by the tools** 205
* **critical path class** register to primary output
* **asr flop ratio synth** 0.5825%
* **Worst Max-Slew Pin Slew** 1.140 ns
* **post-synth area from yosys stat** 161000 um^2
* **number of pins with negative max-slew slack in the final report** 0
* **TritonCTS clock tree** done
* **maximum count of clock buffers along a single path** 4
* **antenna violations before repair** 22
* **Synth flops** 4120
* **Setup Buffers After CTS** 0
* **synthesis warning total** 0
* **Remaining DRCs** 0
* **number of cells traversed by the worst register-to-register path** 12
* **critical path's slowest cell** sky130_fd_sc_hd__dfrtp_4
* **total vias in the final route** 89998
[sequential cells by signal, summed over array words and instances, names as in the netlist]
name      cells
BVALID        1
RLAST         1
org_addr      9
len           4
state         5
RVALID        1
mem        4096
ARREADY       1
AWREADY       1
WREADY        1
[layer usage]
| metal | track usage, % | part of all wire [%] | up-vias | wire (um) |
|---|---|---|---|---|
| met5 | 3.686 | 0.44 | - | 2398 |
| met3 | 20.74 | 21 | 1426 | 115700 |
| li1 | - | - | 36759 | - |
| met1 | 18.10 | 27 | 43846 | 146200 |
| met2 | 30.48 | 45 | 7912 | 242500 |
| met4 | 10.99 | 6.6 | 55 | 35950 |
[cell type report]
type	instances	area [um^2]
Fill cell	48318	347300
Clock inverter	250	2608
Inverter	40	170.2
Tap cell	7155	8952
Timing Repair Buffer	654	5498
Multi-Input combinational cell	3938	34810
Antenna cell	21	52.55
Sequential cell	4120	123600
Clock buffer	481	10510
[synthesized netlist by cell type (33+ instances only)]
library cell	count	area share [%]
sky130_fd_sc_hd__inv_1	34	0.079
sky130_fd_sc_hd__edfxtp_1	4096	76
sky130_fd_sc_hd__clkbuf_1	184	0.43
sky130_fd_sc_hd__a211oi_1	52	0.24
sky130_fd_sc_hd__o2bb2ai_1	33	0.18
sky130_fd_sc_hd__o22ai_1	403	1.6
sky130_fd_sc_hd__mux2_2	318	2.2
sky130_fd_sc_hd__mux2i_1	795	4.9
sky130_fd_sc_hd__nand3_1	40	0.12
sky130_fd_sc_hd__a21oi_1	164	0.51
sky130_fd_sc_hd__mux4_2	240	3.4
sky130_fd_sc_hd__a221oi_1	249	1.4
sky130_fd_sc_hd__nand2b_1	38	0.15
sky130_fd_sc_hd__nor2_1	172	0.40
sky130_fd_sc_hd__nand2_1	231	0.54
sky130_fd_sc_hd__buf_1	50	0.12
sky130_fd_sc_hd__a22oi_1	215	1.0
sky130_fd_sc_hd__o21ai_0	232	0.72
sky130_fd_sc_hd__a22o_1	98	0.53
sky130_fd_sc_hd__buf_4	150	0.70
sky130_fd_sc_hd__a221o_1	80	0.50
sky130_fd_sc_hd__buf_2	262	0.81
[per-stage QoR]
stage	hold slack, ns	setup WS (ns)	total power, mW	util, %	std cells
floorplan	0.4284	33.00	7.120	-	8769
global placement	0.4446	31.73	8.817	32.44	15907
detailed placement	0.4464	31.70	8.897	32.44	15907
CTS	0.4619	30.62	12.02	34.89	16638
global route	0.4876	30.37	12.41	34.89	16641
finish	0.4584	30.60	12.01	34.90	16659
[how the worst min path moves through the flow]
stage                     from       end  slack [ns]  depth (start not counted)
after CTS             state[3]  state[4]        0.46                          1
after global routing  state[3]  state[4]        0.49                          1
final                 state[3]  state[4]        0.46                          1
[power breakdown]
part | total, mW | internal [mW] | switching (mW)
Sequential | 4.81 | 4.78 | 0.0304
Combinational | 4.05 | 1.21 | 2.84
Clock | 3.15 | 1.81 | 1.35
[cells by family after synthesis]
kind of cell,share of synthesized area (%)
buf+inv,2.338
xor+xnor,0.02721
other cells,0.004665
mux,10.62
compound gates,7.955
fa+ha+maj,0.09016
simple gates,2.190
flops,76.78
Power figures rest on the tool's default switching activity, not on a simulated workload.
